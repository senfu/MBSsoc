### design/flow/design.v
module MBSsoc_bus_ctrl(
    input                               clk,
    input                               rst_n,
    input [3:0]                         cpu_ctrl_bus,
    input [32-1:0]             addr_bus0,addr_bus1,
    input [2-1:0]               lock,
    output reg [2-1:0]          cpu_pause,
    output                              cpu_sel_out,
    output [32-1:0]        ctrl_bus,
    output reg [32-1:0]        ram_addr,
    output reg [2-1:0]          lock_flag,
    output [31:0]                       lock_addr_out
);
    reg    cpu_sel;
    wire   we,re;
    reg    change;
    reg apic_conf,apic_cpu0_pc,apic_cpu1_pc,ram_re,ram_we;
    reg [32-1:0] lock_addr;
        assign lock_addr_out = lock_addr;
    reg ram_wr_invalid;
    wire [32-1:0] addr;
    assign cpu_sel_out = cpu_sel;
    assign addr = (cpu_sel == 1'b1) ? addr_bus1 : addr_bus0;
    assign re   = (cpu_sel == 1'b1) ? cpu_ctrl_bus[2] : cpu_ctrl_bus[0];
    assign we   = (cpu_sel == 1'b1) ? cpu_ctrl_bus[3] : cpu_ctrl_bus[1];
    assign ctrl_bus[0] = ram_re;
    assign ctrl_bus[1] = ram_we;
    assign ctrl_bus[2] = apic_conf;
    assign ctrl_bus[3] = apic_cpu0_pc;
    assign ctrl_bus[4] = apic_cpu1_pc;
    assign ctrl_bus[5] = ram_wr_invalid;
    always @(posedge change or negedge rst_n)
    if(!rst_n) lock_addr <= 32'hFFFFFFFF;
    else
    begin
        ram_re          <= 1'b0;
        ram_we          <= 1'b0;
        ram_addr        <= 32'd0;
        ram_wr_invalid  <= 1'b0;
        apic_conf       <= 1'b0;
        apic_cpu0_pc    <= 1'b0;
        apic_cpu1_pc    <= 1'b0;
        lock_flag       <= 2'b00;
        lock_addr       <= lock_addr;
        if(lock[cpu_sel] && re) lock_addr <= addr;
        if(lock[cpu_sel] && we)
        begin
            if(addr == lock_addr) lock_addr <= 32'hFFFFFFFF;  
            else
            begin
                lock_flag[cpu_sel] <= 1'b1;
                ram_wr_invalid     <= 1'b1;
            end
        end
        if(addr < 33554432)
        begin
            ram_re      <= re;
            ram_we      <= we;
            ram_addr    <= addr;  
        end
        else
        case (addr)
        33554432:         apic_conf       <= we;
        33554432     + 4:      apic_cpu0_pc    <= we;
        33554432     + 4  + 4:      apic_cpu1_pc    <= we;
        default:;
        endcase
    end
    always @(clk or rst_n)
    if(~clk)
    begin
        if( (cpu_ctrl_bus[0] && cpu_ctrl_bus[2]) || (cpu_ctrl_bus[1] && cpu_ctrl_bus[3]) || 
            (cpu_ctrl_bus[0] && cpu_ctrl_bus[3]) || (cpu_ctrl_bus[1] && cpu_ctrl_bus[2]) )
        begin
            cpu_pause[0] <= 1'b1;  
            cpu_sel      <= 1'b1;
        end
        else
        if(cpu_ctrl_bus[0] || cpu_ctrl_bus[1])
        begin
            cpu_pause    <= 2'b00;
            cpu_sel      <= 1'b0;
        end
        else
        if(cpu_ctrl_bus[2] || cpu_ctrl_bus[3])
        begin
            cpu_pause    <= 2'b00;
            cpu_sel      <= 1'b1;    
        end
        else
        begin
            cpu_pause    <= 2'b00;
            cpu_sel      <= 1'b0;            
        end
        change <= 1'b1;
    end
    else
        change <= 1'b0;
endmodule
### design/flow/run.sh
#!/bin/bash
# OpenROAD 26Q1-2900-gdf79404cd8, Yosys 0.63+post, stock flow scripts
make -C /OpenROAD-flow-scripts/flow DESIGN_CONFIG=/design/flow/config.mk WORK_HOME=/design/flow/orfs finish
### design/flow/config.mk
export PLATFORM = sky130hd
export DESIGN_NAME = MBSsoc_bus_ctrl
export DESIGN_NICKNAME = MBSsoc_bus_ctrl
export VERILOG_FILES = /design/flow/design.v
export SDC_FILE = /design/flow/constraint.sdc
export NUM_CORES = 4
export LEC_CHECK = 1
export CORE_UTILIZATION = 50
### design/flow/constraint.sdc
current_design MBSsoc_bus_ctrl

set clk_period 6.9
set clk_io_pct 0.2

create_clock -name clk0 -period $clk_period [get_ports {clk}]

set non_clock_inputs [all_inputs -no_clocks]
set_input_delay [expr $clk_period * $clk_io_pct] -clock clk0 $non_clock_inputs
set_output_delay [expr $clk_period * $clk_io_pct] -clock clk0 [all_outputs]
==> run notes <==
Main metrics from the flow reports.

According to the floorplan report, the placeable core area is 0.00830 mm2. The number of setup buffers added after CTS is 0. The clock slew at the register clock pins of the worst setup and hold paths is ~0.030 ns. Setup repair after global routing left no endpoint under its margin.

TritonCTS built the clock tree. The number of CTS-inserted buffers came out at 9. The critical path's largest stage delay came out at 0.48 ns. The power report shows net switching accounting for a little under a third of the total. The yosys synthesis chip area came out at 0.00434 mm2. The cell accounting for the most synthesized area is sky130_fd_sc_hd__edfxtp_1. Per the summary, power density relative to cell area is 222 mW/mm2.

The number of design rule violations left after detail routing came out at 0. The finished layout cell area is 0.00641 mm2. The warning total across the stage logs is approximately 98. The all-layer global routing usage came out at 27.5%.

Per STA, the worst path is made up of clkdlybuf4s50_1 -> mux2i_1 -> xnor2_1 -> nor4_1 -> nand4_1 -> buf_12 -> o31ai_2. The maximum number of pins on one net before global-route repair came out at ~65. Post-CTS repair changed the size of 0 cells. The detailed-route vias per instance is 4.97. The final tally of max-slew violations came out at 0. Per the STA report, the cell with the highest stage delay on the worst path is sky130_fd_sc_hd__mux2i_1. For the worst setup path, the data required time is 3.74 ns. The final weighted congestion of routability-driven global placement is 0.935.

The vertical die dimension reported for this design is 95.1 um. The internal portion of the total power is 981 uW. The area share of the largest cell type after synthesis is 27.7%. No sink is reached through more buffers than the 2 on the longest clock path. The antenna violation net count after detailed routing is 0.

The relative contribution of the clock network to total power came out at 36.0%. The horizontal die dimension came out at 95.1 um. In the detailed route, the total length drawn on met3 is 1.41 mm. In the placement report, post-DP HPWL is listed as 8.69 mm. The site row count is 33. The wire length of the first global-routing pass came out at about 17 mm. The cell count listed in synth_stat.txt came out at between 300 and 400.

The clock arrives with 0.0614 ns of skew. The proportion of power drawn by flip-flops and latches is 40.4%. The growth of design area from synthesis to finish is 47.8%. The highest fanout seen on the critical path is 32. The kind of start point of the critical path is an input pin. The number of storage elements in the synthesis netlist came out at 74. The via count of the first global-routing pass is 3476. The initial antenna violation count came to 0. The antenna diode count came out at 0. The detailed-route wire length came out at 11.8 mm. By startpoint and endpoint, the worst setup path is classified as input pin to flop.

The switching power came out at 440 uW. The share of post-route cells with drive strength above 1 is 21.5%. In the final layout, flip-flops and latches occupy 0.00207 mm2. The tree is rooted in a sky130_fd_sc_hd__clkbuf_8. The mean area per synthesized cell is 11.4 um2. The first-iteration detailed-routing DRC count is roughly 120. At the later pin of the worst-skew pair, clock insertion delay measures 0.40 ns. The placed cell area is 0.00594 mm2.

Summing over every cut layer, the via total after detailed routing is 3594. The normalized max-slew margin is 48.0%. The layout report lists the multi-input gate area as 0.00200 mm2. The count of cell types in the netlist is 42. The length of routed met2 wiring came out at 5.35 mm. The synthesis report lists the most area-consuming cells as sky130_fd_sc_hd__edfxtp_1 28%, sky130_fd_sc_hd__dfstp_2 19%, sky130_fd_sc_hd__o31ai_2 8.7%, sky130_fd_sc_hd__xnor2_1 6.5%, sky130_fd_sc_hd__buf_4 5.7%. The warning tally printed by Yosys for this design is 27. STA classifies the critical path endpoint as a flop.

The die outline area came out at ~0.0090 mm2. The logic gate share of total power came out at 23.6%. The total routed wire length on the met1 layer is 4.92 mm. The run finished with clean final reports. The maximum level of the CTS H-tree came out at 3.

The number of hold-slack violations in the final timing report came out at 0. The pin closest to its max-slew limit shows a slew of 0.780 ns. The type of the tightest min-delay check is flop to flop. The iteration count recorded for the first detailed-route pass is 4. The largest registers in the layout are lock_addr: 32 flops, ram_addr: 32 flops, lock_flag: 2 flops.

The number of top-level design ports is 173. In the final layout, the fill cell count is 544. The highest supply drop recorded on VDD is 161 uV. The final report lists the setup-violating endpoint count as 0. The arrival time at the worst endpoint came out at 3.51 ns. The leakage power total is 2.69 nW. The highest metal layer carrying signal wires in the routed design is met4.

Per the detail_route report, routed wire per instance is ~16 um. The synthesized netlist occupies a cell area of 0.00434 mm2. The number of hold-repair buffers added at the cts stage came out at 0.

The count of input and output buffers came out at 145. The initial core utilization came out at 52.3%. The total global routing overflow is 0. The count of max-cap constraint violations came out at 0. Clock tree synthesis found a total of between 70 and 80 sinks.

The cell count after synthesis came out at 381. Once layout is complete, the utilization of the core stands at 77.2%.
==> power by group through the flow <==
stage	clock network [mW]	registers [mW]	logic, mW
6_report	0.511	0.574	0.335
4_1_cts	0.529	0.574	0.338
5_1_grt	0.582	0.579	0.363
==> worst max-delay path, delay by kind of cell <==
family	cells	cell delay, ns
mux	1	0.48
buf+inv	2	0.65
compound gates	1	0.22
xor+xnor	1	0.18
simple gates	2	0.58
==> Yosys cell counts, drive strengths merged <==
cell / count
buf: 48
o31ai: 32
nor2b: 1
clkbuf: 9
xnor2: 32
nor3b: 1
o22ai: 1
or2: 1
a211oi: 3
nor4b: 3
mux2i: 34
a32o: 1
mux2: 1
or4: 1
nand3: 3
a21oi: 1
nor3: 2
dlxtn: 2
inv: 3
o21ai: 34
o21a: 1
dfstp: 32
or3: 2
conb: 1
nor4: 14
nand2: 36
and4: 2
o32a: 1
edfxtp: 40
nand4: 5
a32oi: 1
nor2: 33
==> cell families after synthesis <==
group                  share of synthesized area, %
latches                                       0.692
flip-flops                                     47.1
AND-OR/OR-AND                                  14.5
AND/OR/NAND/NOR                                12.2
buffers and inverters                          9.46
other                                        0.0865
multiplexers                                   9.43
XOR/XNOR                                       6.46
==> cell usage in the layout (no fill, tap or decap), types with 3 or more instances in the layout <==
cell / instances
sky130_fd_sc_hd__clkdlybuf4s50_1: 144
sky130_fd_sc_hd__o31ai_2: 30
sky130_fd_sc_hd__edfxtp_1: 40
sky130_fd_sc_hd__nand4_1: 4
sky130_fd_sc_hd__nand3_1: 3
sky130_fd_sc_hd__nor4_2: 6
sky130_fd_sc_hd__inv_1: 74
sky130_fd_sc_hd__nor2_1: 33
sky130_fd_sc_hd__clkbuf_8: 9
sky130_fd_sc_hd__mux2i_1: 21
sky130_fd_sc_hd__nand2_1: 36
sky130_fd_sc_hd__nor4_1: 8
sky130_fd_sc_hd__xnor2_1: 32
sky130_fd_sc_hd__o21ai_0: 17
sky130_fd_sc_hd__o21ai_1: 17
sky130_fd_sc_hd__dfstp_2: 32
sky130_fd_sc_hd__buf_4: 26
sky130_fd_sc_hd__buf_12: 4
sky130_fd_sc_hd__mux2i_2: 12
sky130_fd_sc_hd__a211oi_1: 3
sky130_fd_sc_hd__nor4b_1: 3
sky130_fd_sc_hd__conb_1: 34
==> layout make-up <==
cell class | instances | share of cell area, %
Sequential cell | 74 | 32.3
Multi-Input combinational cell | 280 | 31.2
Timing Repair Buffer | 175 | 26.9
Clock inverter | 77 | 5.13
Clock buffer | 10 | 2.32
Tap cell | 105 | 2.05
Inverter | 2 | 0.117
==> per-layer routing <==
| metal | global-route usage, % | vias to the layer above |
|---|---|---|
| met3 | 12.0 | 7 |
| met5 | 5.36 | - |
| met4 | 6.06 | 0 |
| li1 | - | 1781 |
| met1 | 42.5 | 1637 |
| met2 | 37.6 | 169 |
==> stage by stage <==
step / cells / TNS [ns] / hold WS [ns] / power (mW) / setup WS (ns)
floorplan: 414 / 0 / 0.539 / 0.789 / 0.684
global placement: 637 / -1.27 / 0.583 / 0.976 / -0.0657
CTS: 723 / 0 / 0.594 / 1.44 / 0.302
finish: 723 / 0 / 0.598 / 1.42 / 0.230
detailed placement: 637 / -1.67 / 0.590 / 0.978 / -0.0793
global route: 723 / 0 / 0.628 / 1.52 / 0.151
==> path summary, 6_finish.rpt <==
kind,start,end,slack (ns),cells after the start
max,addr_bus1[22],lock_addr[24],0.23,7
min,lock_addr[31],lock_addr[31],0.60,2
max reg2reg,cpu_sel,lock_addr[24],3.98,7
min reg2reg,lock_addr[31],lock_addr[31],0.60,2
max in group asynchronous,rst_n,lock_addr[28],1.52,3
min in group asynchronous,rst_n,lock_addr[1],4.90,2
Power and IR drop assume default switching activity.
