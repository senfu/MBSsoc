## run.sh

```bash
#!/bin/bash
# OpenROAD 26Q1-2900-gdf79404cd8, Yosys 0.63+post, stock flow scripts
make -C /OpenROAD-flow-scripts/flow DESIGN_CONFIG=/design/flow/config.mk WORK_HOME=/design/flow/orfs finish
```

## config.mk

```make
export PLATFORM = sky130hd
export DESIGN_NAME = MBSsoc_apic
export DESIGN_NICKNAME = MBSsoc_apic
export VERILOG_FILES = /design/flow/design.v
export SDC_FILE = /design/flow/constraint.sdc
export NUM_CORES = 4
export LEC_CHECK = 1
export CORE_UTILIZATION = 30
```

## constraint.sdc

```tcl
current_design MBSsoc_apic

set clk_period 1.7
set clk_io_pct 0.2

create_clock -name clk0 -period $clk_period [get_ports {clk}]

set non_clock_inputs [all_inputs -no_clocks]
set_input_delay [expr $clk_period * $clk_io_pct] -clock clk0 $non_clock_inputs
set_output_delay [expr $clk_period * $clk_io_pct] -clock clk0 [all_outputs]
```

## design.v

```verilog
`timescale 1ns/1ns
module MBSsoc_apic(
    input                           clk,
    input                           rst_n,
    input  [16-1:0]     int_vec,
    input  [2-1:0]          int_able,
    input  [20-1:0]     syscall_code1,syscall_code0,
    input  [2:0]                    ctrl_in,
    input  [32-1:0]        data_in,
    output reg [16-1:0] int_num_out0,int_num_out1,
    output reg [16-1:0] int_ack,
    output [32-1:0]        cpu0_pc,cpu1_pc,
    output reg                      cpu1_en
);
    reg [16-1:0]        int_vec_r;
    reg [32-1:0]           conf_r;
    reg [32-1:0]           cpu0_pc_r = 32'd0;
    reg [32-1:0]           cpu1_pc_r = 32'd0;
    assign cpu0_pc = cpu0_pc_r;
    assign cpu1_pc = cpu1_pc_r;
    reg                             syscall0,syscall1;
    reg [20-1:0]        syscall_code1_r,syscall_code0_r;
    always @(posedge clk)
    case (ctrl_in)
        3'b001: conf_r    <= data_in; 
        3'b010: cpu0_pc_r <= data_in;
        3'b100: cpu1_pc_r <= data_in;
        default: {conf_r,cpu0_pc_r,cpu1_pc_r} <= {conf_r,cpu0_pc_r,cpu1_pc_r};
    endcase
    always @(int_vec)
    begin
        int_vec_r <= int_vec;  
        if(int_vec_r[6] == 1'b1)
        begin
            syscall0 <= 1'b1;
            syscall_code0_r <= syscall0;
        end 
        if(int_vec_r[7] == 1'b1)
        begin 
            syscall1 <= 1'b1;  
            syscall_code1_r <= syscall1;
        end
    end
    always @(negedge clk)
    if(int_vec_r || syscall0 || syscall1)
    begin
        if(syscall0)
        begin
            case (syscall_code0)
            20'b00000000000000000001: 
            begin
                cpu1_en <= 1'b1;
            end
            endcase
            syscall0 <= 1'b0; 
        end
        if(int_able[1] && !conf_r[1])
        begin
            if(int_vec_r[0])
            begin
                int_num_out1            <= 0;
                int_ack[0]  <= 1'b1;
            end
            else
            if(int_vec_r[1])
            begin
                int_num_out1          <= 1;
                int_ack[1]     <= 1'b1;
            end
            else
            if(int_vec_r[2])
            begin
                int_num_out1          <= 2;
                int_ack[2]      <= 1'b1;
            end
            else
            if(int_vec_r[3])
            begin
                int_num_out1          <= 3;
                int_ack[3]   <= 1'b1;
            end
            else
            if(int_vec_r[4])
            begin
                int_num_out1          <= 4;
                int_ack[4]  <= 1'b1;
            end
        end
        else
        if(int_able[0] && !conf_r[0])
        begin
            if(int_vec_r[0])
            begin
                int_num_out0          <= 0;
                int_ack[0]  <= 1'b1;
            end
            else
            if(int_vec_r[1])
            begin
                int_num_out0          <= 1;
                int_ack[1]     <= 1'b1;
            end
            else
            if(int_vec_r[2])
            begin
                int_num_out0          <= 2;
                int_ack[2]      <= 1'b1;
            end
            else
            if(int_vec_r[3])
            begin
                int_num_out0          <= 3;
                int_ack[3]   <= 1'b1;
            end
            else
            if(int_vec_r[4])
            begin
                int_num_out0          <= 4;
                int_ack[4]  <= 1'b1;
            end
        end        
    end
    else
    begin
        int_num_out0    <= 16'd0;
        int_num_out1    <= 16'd0;
        int_ack         <= 16'd0;
        cpu1_en         <= 1'b0;
    end
endmodule
```

==> flow_summary.ini <==
; synthesis and place-and-route metrics
[run_status]
status = finished, violations left
violations = negative setup slack

[floorplan]
die_w_um = 98.4
io-pin-count = 208
rows = 34
chipArea_mm2 = 0.00969
die_y_um = 98.4
design.core.area_mm2 = 0.00885
initCoreUtil_pct = 31.5

[job]
warnings = 91
drv_cap = 0

[synth]
adder_share_pct = 0
mux_area_share_pct = 0
async_reset_ff_share_pct = 0
ys_cells = 144
logic_family = buffers and inverters
synth_seq_share_pct = 82.9
top_cells_by_count = 77 x edfxtp_1, 38 x buf_4, 4 x a21oi_1, 4 x inv_1
simple_gate_area_share_pct = 3.77
ys_sh_aoi_pct = 2.29
top_cell_area_share_pct = 82.9
yosys_area_mm2 = 0.00279
top_cell = edfxtp_1
largest_area_cell = edfxtp_1
synth_top_flop_cell = edfxtp_1
ys.flops = 77
synth_cell_type_count = 16
ys.warnings.count = 3
netlist_top_cells_area = edfxtp_1 83%, buf_4 10%, a2111oi_4 0.99%
netlist_area_mm2 = 0.00279
synth-edff-count = 77
avgSynthCellArea_um2 = 19.4
synthCells = 144
synthXorXnorAreaFrac_pct = 0

[cells_and_area]
drive_gt1_share_pct = 21.7
fillers = 754
stdcell_count = 412
area_growth_pct = 57.4

[power]
power_mw = 3.99
power.leakage_nw = 1.64
power.density_mw_per_mm2 = 910
vdd_ir_drop_max_uv = 583

[final_timing]
fin_ws_ns = -0.407
hold_slack_ns = 0.535
final_max_slew_viol_count = 0
skew_ns = 0.0501
finalHoldViolations = 0
grt_setup_unrepaired = yes
setup_viol = 22

[worst_setup_path]
critPathKind = reg -> out
startpoint_type = flip-flop
cpMaxStageDelayCell = edfxtp_1
critPathCaptureType = primary output
arrival_ns = 1.77
reg2reg_slack_ns = -0.37
worst-path-buf-inv = 1
cp.required_ns = 1.36
crit_chain = buf_2
cp_num_cells = 1
cp-startpoint = int_ack[2]$_DFFE_NP_
crit_path_max_incr_delay_ns = 0.39
r2r_cells = 2
path_max_fanout = 2
cp_top_family = flip-flops
rr_startpoint = conf_r[1]$_DFFE_PN_

[clock_tree]
h-tree-depth = 3
clock-sinks = 77
cts_buffers = 9
clkLatencyLatePin_ns = 0.39
clk_pin_slew_worst_paths_ns = 0.04
cts_hold_buf = 0
root_buffer = clkbuf_8
cts_tree = yes
clock_path_buffers = 2

[place]
place.gp.congestion = 0.769
place_inst = 377
dp_hpwl_um = 3930
port-buffer-count = 117

[route]
antenna_cells = 0
drtIter0Drc = 59
firstDrtPassIters = 23
detail_route.wl_per_cell_um = 13.6
antenna_left = 0
via_count = 1663
viasPerCell = 4.04
drc_errors = 0
drt_wl_total_um = 5600

[hold_path]
hold_path_depth = 1
worstHoldStart = int_ack[1]$_DFFE_NP_
hold_class = reg -> reg

[global_routing]
grt_pass1_wl_um = 8320
grt_overflow = 0
grt_usage_pct = 12.0
antenna_found_initial = 0
grt_max_degree = 29
first_global_vias = 1633
[power breakdown]
| part | internal [mW] | total, mW | leakage (nW) | switching [mW] |
|---|---|---|---|---|
| clock | 0.712 | 1.44 | 0.157 | 0.730 |
| sequential | 2.18 | 2.20 | 0.707 | 0.0196 |
| combinational | 0.239 | 0.347 | 0.780 | 0.109 |
| total | 3.13 | 3.99 | 1.64 | 0.859 |
[path summary, 6_finish.rpt]
kind                          end
min          int_ack[1]$_DFFE_NP_
max                    int_ack[2]
min reg2reg  int_ack[1]$_DFFE_NP_
max reg2reg  int_ack[4]$_DFFE_NP_
[cell families after synthesis]
kind of cell / after synthesis
simple gates: 16
compound gates: 7
other cells: 2
flops: 77
buf+inv: 42
[state kept, by name, summed over array words and instances (netlist names)]
| signal | count |
|---|---|
| conf_r | 2 |
| cpu0_pc_r | 32 |
| cpu1_pc_r | 32 |
| int_ack | 5 |
| int_num_out0 | 3 |
| int_num_out1 | 3 |
[area by class of cell]
| cell class | count | area [um^2] | share of cell area, % |
|---|---|---|---|
| clock buffer | 9 | 124 | 2.82 |
| clock inverter | 18 | 110 | 2.51 |
| inverter | 3 | 11.3 | 0.257 |
| multi-input combinational | 61 | 409 | 9.32 |
| sequential | 77 | 2310 | 52.7 |
| tap | 108 | 135 | 3.08 |
| timing repair buffer | 136 | 1290 | 29.3 |
[layer usage]
layer | wire length (um) | vias up | GRT usage (%) | part of all wire, %
met2 | 2710 | 107 | 19.3 | 48
met5 | 0 | - | 0 | 0
met1 | 2020 | 785 | 15.2 | 36
met3 | 778 | 11 | 6.71 | 14
li1 | - | 760 | - | -
met4 | 94 | 0 | 1.84 | 1.7
[placed cells by master, fill, tap and decap left out, types with 3 or more instances in the layout]
master	n
buf_6	3
edfxtp_1	77
clkbuf_8	9
conb_1	38
buf_2	12
inv_1	13
buf_4	14
clkdlybuf4s50_1	99
dlygate4sd2_1	4
or2_4	3
[through the flow]
step | util, % | setup slack (ns) | cell area [um^2] | setup TNS, ns
floorplan | - | -0.336 | 2990 | -2.50
global placement | 46.5 | -0.867 | 4110 | -22.63
detailed placement | 46.5 | -0.934 | 4110 | -22.54
CTS | 49.3 | -0.416 | 4360 | -7.10
global route | 49.6 | -0.459 | 4390 | -7.90
finish | 49.6 | -0.407 | 4390 | -6.86
[timing repair]
| action | CTS | global route |
|---|---|---|
| pin swaps | 3 | 1 |
| buffers inserted | 6 | 3 |
| resized | 57 | 1 |
| endpoints found under the setup margin | 33 | 25 |
No activity file was given, so power comes from the tool's default toggle rates.
